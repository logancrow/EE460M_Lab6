==> flow/run.sh <==
#!/bin/bash
# OpenROAD 26Q1-2900-gdf79404cd8, Yosys 0.63+post, stock flow scripts
make -C /OpenROAD-flow-scripts/flow DESIGN_CONFIG=/design/flow/config.mk WORK_HOME=/design/flow/orfs finish
==> flow/config.mk <==
export PLATFORM = sky130hd
export DESIGN_NAME = multiplier
export DESIGN_NICKNAME = multiplier
export VERILOG_FILES = /design/flow/design.v
export SDC_FILE = /design/flow/constraint.sdc
export NUM_CORES = 4
export LEC_CHECK = 1
export CORE_UTILIZATION = 30
==> flow/constraint.sdc <==
current_design multiplier

set clk_period 10.8
set clk_io_pct 0.2

create_clock -name clk0 -period $clk_period

set non_clock_inputs [all_inputs -no_clocks]
set_input_delay [expr $clk_period * $clk_io_pct] -clock clk0 $non_clock_inputs
set_output_delay [expr $clk_period * $clk_io_pct] -clock clk0 [all_outputs]
==> flow/design.v <==
`timescale 1ns / 1ps
module multiplier(
    input [7:0] A, B,
    output reg [7:0] C
    );
    wire [23:0] shfprod;
    wire [3:0] shf;
    reg [4:0] Afrac, Bfrac;
    assign shf = A[6:4] + B[6:4];
    assign shfprod = ((Afrac * Bfrac) << shf);
    always@(*) begin
        if(A[6:4] == 3'b000) Afrac = {1'b0,A[3:0]};
            else Afrac = {1'b1,A[3:0]};
        if(B[6:4] == 3'b000) Bfrac = {1'b0,B[3:0]};
                else Bfrac = {1'b1,B[3:0]};
        if(shfprod[18]) begin C[6:4] = 7; C[3:0] = shfprod[17:14]; end
            else if(shfprod[17]) begin C[6:4] = 6; C[3:0] = shfprod[16:13]; end
                else if(shfprod[16]) begin C[6:4] = 5; C[3:0] = shfprod[15:12]; end
                    else if(shfprod[15]) begin C[6:4] = 4; C[3:0] = shfprod[14:11]; end
                        else if(shfprod[14]) begin C[6:4] = 3; C[3:0] = shfprod[13:10]; end
                            else if(shfprod[13]) begin C[6:4] = 2; C[3:0] = shfprod[12:9]; end
                                else if(shfprod[12]) begin C[6:4] = 1; C[3:0] = shfprod[11:8]; end
                                    else begin C[6:4] = 0; C[3:0] = shfprod[10:7]; end
    C[7] = A[7] ^ B[7];
    end
endmodule
==> notes.md <==
Update from the flow run.

Per the layout area report, the combinational gate area comes to 0.001926 mm^2. In this run the core area contains 30 standard-cell rows. For this run, the top clock speed supported by timing is just under 0.1 GHz. The placed wire-length estimate is 4271 um. The register area share after synthesis is 0%. The via count of the first global-routing pass is between 2,000 and 2,500. Per the layout report, the design carries 0 clock buffers. The post-synthesis cell type with the largest combined area is sky130_fd_sc_hd__ha_1.

The final layout reports a setup TNS of 0 ns. The initial antenna violation count was 0. By area the synthesized netlist is led by sky130_fd_sc_hd__ha_1 (12%), sky130_fd_sc_hd__fa_1 (9.4%), sky130_fd_sc_hd__nand2_1 (6.4%), sky130_fd_sc_hd__inv_1 (4.8%), sky130_fd_sc_hd__nor2_1 (4.1%). In the final report, the number of endpoints failing setup comes to 0. The worst hold slack after final layout is 5.233 ns. Per the gpl log, the routability congestion estimate is ~0.93. The design has 0 sequential cells. The mean instance size in the synthesized netlist is 6.984 um^2. The post-placement cell area is 0.002421 mm^2.

Among the non-sequential cells, AND-OR/OR-AND gates take the most area. The analysis reports a worst IR drop on VDD of 0.06803 mV. Entering global routing, the biggest net connects 32 pins. Per the layout report, the design carries 750 filler cells. The worst pin sits at a relative slew slack of 40.81%. The area share of and/or/nand/nor cells after synthesis is 27.05%. The flow measured a signed area growth from synthesis to layout of 14.02%. Cells with a size suffix above 1 make up 8.280% of the layout. The required time of the critical path is 8.64 ns. For this run, the number of Yosys warnings is 1.

Max-cap violations in this run came to 0. The initial standard-cell utilization of the core is a little under a third. Setup repair after global routing left no endpoint under its margin. The number of nets still failing antenna checks after routing is 0. The count of cells in the finished layout, fillers not included, comes to 410. The antenna cell count is 0. The detailed-router iteration count before antenna repair is 4. The area of the mapped netlist is 0.002123 mm^2. The overall die size recorded for this design is 0.007418 mm^2. Counting I/O delays and the setup requirement, the final critical path takes 10.10 ns. The DRC marker count from the first detailed-route iteration is 205. The synthesized netlist has a Yosys-reported chip area of 0.002123 mm^2. The count of buffers added on input and output ports is 24. The first global-routing pass estimated around 9300 um of wire.

The post-detailed-route wirelength per cell is 12.42 um. In the final layout, flip-flops and latches occupy 0 um^2. The kind of end point of the critical path is an output port. The arrival time at the worst endpoint is about 7.9 ns.

For reference, XOR and XNOR gates occupy around 2.5% of the area reported after synthesis. The flow ran to the end, and the final reports show no timing, DRC or antenna violations. The portion of synthesized cell area occupied by the leading cell type is 12.37%. The detailed router reported a total wirelength of 5094 um. Per the GRT congestion report, total overflow comes to 0. The horizontal die size is between 80 and 90 um.

The maximum fanout encountered on the critical timing path is 8. The number of buffers inserted by hold repair at cts is 0. Global routing used 15.10% of the available tracks across all layers. Once placement completed, the tool counted placed cells totaling 410. The post-route standard cell area excluding fillers is 0.002421 mm^2.

For reference, the mux area share after synthesis is 2.652%. In the routed design, unresolved DRC markers number 0. The total number of warnings across the stage logs is 32. Leaving out fill and tap cells, the most frequent cells in the layout are sky130_fd_sc_hd__nand2_1 (36), sky130_fd_sc_hd__inv_1 (27), sky130_fd_sc_hd__clkdlybuf4s50_1 (24). Per the synthesis report, the AND-OR/OR-AND share of the synthesized area is 36.71%. Post-CTS repair changed the size of 0 cells.

24 I/O pins were placed. The via density per instance is 5.402. The power report puts the leakage power at 1.019 nW. The core outline area is 0.006832 mm^2. The overall via count from detail_route is 2,215. Per the final report, max-transition violations number 0. The type of the worst min-delay path is in2out. The slew of the pin with the lowest slew margin is 0.8848 ns.

The distinct cell type count of the synthesized netlist is approximately 70. The type of the worst setup path is in2out. The die is 86.13 um tall. The final timing report lists a hold violation count of 0. For this design the ratio of total power to cell area is 158.6 mW/mm^2.

The most common cell after layout, fill and taps aside is sky130_fd_sc_hd__nand2_1. The post-synthesis cell count from yosys is 304. STA classifies the critical path startpoint as an input pin. The final critical path takes up 93.47% of the cycle. The number of buffers added for setup after CTS is 0.

The gate count after technology mapping is 304. After Yosys synthesis, full adders, half adders and majority gates account for 21.80% of the synthesized area.
-- power breakdown --
part	switching, mW	internal [mW]
Combinational	0.207	0.177
Sequential	0	0
Clock	0	0
-- worst max-delay path, stage by stage --
cell                              delay [ns]
sky130_fd_sc_hd__clkdlybuf4s50_1        0.45
sky130_fd_sc_hd__or3_1                  0.44
sky130_fd_sc_hd__nand2_1                0.13
sky130_fd_sc_hd__fa_1                   0.42
sky130_fd_sc_hd__fa_1                   0.51
sky130_fd_sc_hd__fa_1                   0.54
sky130_fd_sc_hd__inv_1                  0.04
sky130_fd_sc_hd__ha_1                   0.38
sky130_fd_sc_hd__and3_4                 0.24
sky130_fd_sc_hd__a221oi_4               0.37
sky130_fd_sc_hd__mux2_4                 0.37
sky130_fd_sc_hd__a221oi_2               0.39
sky130_fd_sc_hd__o221ai_2               0.17
sky130_fd_sc_hd__o21ai_0                0.31
sky130_fd_sc_hd__nand2_1                0.10
sky130_fd_sc_hd__a211o_1                0.30
sky130_fd_sc_hd__a31oi_1                0.16
sky130_fd_sc_hd__clkdlybuf4s50_1        0.47
-- Yosys cell counts (3+ instances only) --
library cell	n
sky130_fd_sc_hd__a211oi_1	6
sky130_fd_sc_hd__a21o_1	9
sky130_fd_sc_hd__a21oi_1	15
sky130_fd_sc_hd__a2bb2oi_1	3
sky130_fd_sc_hd__a31oi_1	10
sky130_fd_sc_hd__and2_1	12
sky130_fd_sc_hd__buf_2	8
sky130_fd_sc_hd__clkbuf_1	7
sky130_fd_sc_hd__fa_1	10
sky130_fd_sc_hd__ha_1	21
sky130_fd_sc_hd__inv_1	27
sky130_fd_sc_hd__mux2i_1	3
sky130_fd_sc_hd__nand2_1	36
sky130_fd_sc_hd__nand2b_1	3
sky130_fd_sc_hd__nand3_1	8
sky130_fd_sc_hd__nand3b_1	3
sky130_fd_sc_hd__nand4_1	3
sky130_fd_sc_hd__nor2_1	23
sky130_fd_sc_hd__nor3_1	3
sky130_fd_sc_hd__o211ai_1	3
sky130_fd_sc_hd__o21ai_0	13
sky130_fd_sc_hd__o221ai_1	4
sky130_fd_sc_hd__o22ai_1	6
sky130_fd_sc_hd__o31ai_1	4
sky130_fd_sc_hd__or3_1	6
sky130_fd_sc_hd__xor2_1	4
-- logic make-up (layout without fill, tap and decap cells) --
group	after synthesis	in the layout
buffers and inverters	46	56
adders and majority gates	31	31
muxes	5	5
AOI/OAI and AO/OA	103	103
xor gates and xnor gates	6	6
and+or+nand+nor	113	113
-- layout make-up --
cell class	count	area share, %
tap	96	4.961
inverter	28	4.341
multi-input combinational	258	79.54
timing repair buffer	28	11.16
-- worst paths after layout --
path / cells after the start / slack (ns) / endpoint / from
worst min-delay path: 3 / 5.23 / C[7] / A[7]
worst max-delay path: 18 / 0.70 / C[2] / B[5]
-- metal layers --
layer,GRT usage (%),part of all wire (%)
met1,23.70,51
met2,24.82,46
met3,0.2930,3.2
met4,0.3030,0
met5,0,0
-- through the flow --
stage / utilization (%) / power, mW / setup WS, ns
finish: 35.44 / 0.3840 / 0.7049
global route: 35.44 / 0.4320 / 0.4067
CTS: 35.44 / 0.3828 / 0.6917
detailed placement: 35.44 / 0.3813 / 0.6979
global placement: 35.44 / 0.3834 / 0.7724
floorplan: - / 0.2873 / 1.965
No activity file was given, so power comes from the tool's default toggle rates.
