==> design/flow/config.mk <==
export PLATFORM = sky130hd
export DESIGN_NAME = adder
export DESIGN_NICKNAME = adder
export VERILOG_FILES = /design/flow/design.v
export SDC_FILE = /design/flow/constraint.sdc
export NUM_CORES = 4
export LEC_CHECK = 1
export CORE_AREA = 10 10 108 108
export DIE_AREA = 0 0 118 118
==> design/flow/constraint.sdc <==
current_design adder

set clk_period 7.8
set clk_io_pct 0.2

create_clock -name clk0 -period $clk_period

set non_clock_inputs [all_inputs -no_clocks]
set_input_delay [expr $clk_period * $clk_io_pct] -clock clk0 $non_clock_inputs
set_output_delay [expr $clk_period * $clk_io_pct] -clock clk0 [all_outputs]
==> design/flow/design.v <==
`timescale 1ns / 1ps
module adder(
    input [7:0] A, B,
    output reg [7:0] C
    );
    reg [12:0] shfsum;
    reg [4:0] Afrac, Bfrac;
    wire [2:0] Ashf, Bshf;
    assign Ashf = A[6:4];
    assign Bshf = B[6:4];
    always@(*) begin
        if(A[6:4] == 3'b000) Afrac = {1'b0,A[3:0]};
            else Afrac = {1'b1,A[3:0]};
        if(B[6:4] == 3'b000) Bfrac = {1'b0,B[3:0]};
                else Bfrac = {1'b1,B[3:0]};   
        if(Ashf >= Bshf) begin
            case({A[7],B[7]})
                2'b00: begin shfsum = (Afrac << Ashf) + (Bfrac << Bshf); C[7] = 0; end
                2'b01: begin shfsum = (Afrac << Ashf) - (Bfrac << Bshf); C[7] = 0; end 
                2'b10: begin shfsum = (Afrac << Ashf) - (Bfrac << Bshf); C[7] = 1; end
                2'b11: begin shfsum = (Afrac << Ashf) + (Bfrac << Bshf); C[7] = 1; end 
            endcase      
        end else begin
            case({A[7],B[7]})
                2'b00: begin shfsum = (Bfrac << Bshf) + (Afrac << Ashf); C[7] = 0; end
                2'b01: begin shfsum = (Bfrac << Bshf) - (Afrac << Ashf); C[7] = 1; end 
                2'b10: begin shfsum = (Bfrac << Bshf) - (Afrac << Ashf); C[7] = 0; end
                2'b11: begin shfsum = (Bfrac << Bshf) + (Afrac << Ashf); C[7] = 1; end 
            endcase
        end
        if(shfsum[11]) begin C[6:4] = 7; C[3:0] = shfsum[10:7]; end
            else if(shfsum[10]) begin C[6:4] = 6; C[3:0] = shfsum[9:6]; end
                else if(shfsum[9]) begin C[6:4] = 5; C[3:0] = shfsum[8:5]; end
                    else if(shfsum[8]) begin C[6:4] = 4; C[3:0] = shfsum[7:4]; end
                        else if(shfsum[7]) begin C[6:4] = 3; C[3:0] = shfsum[6:3]; end
                            else if(shfsum[6]) begin C[6:4] = 2; C[3:0] = shfsum[5:2]; end
                                else if(shfsum[5]) begin C[6:4] = 1; C[3:0] = shfsum[4:1]; end
                                    else begin C[6:4] = 0; C[3:0] = shfsum[3:0]; end                                          
    end
endmodule
==> design/flow/run.sh <==
#!/bin/bash
# OpenROAD 26Q1-2900-gdf79404cd8, Yosys 0.63+post, stock flow scripts
make -C /OpenROAD-flow-scripts/flow DESIGN_CONFIG=/design/flow/config.mk WORK_HOME=/design/flow/orfs finish
==> job_summary.md <==
### Yosys + OpenROAD results

| Metric | Value |
|---|---|
| Status | finished clean |
| Post-Syn Area | 2799 um2 |
| Fmax | 133.1 MHz |
| Max FO, Critical Path | 7 |
| Routability cong. | 0.9171 |
| Register area share after synthesis | 0 |
| WL/cell | around 15 um |
| Row count | 35 |
| Initial antenna violation count | 0 |
| DR pass1 iterations | 5 |
| Hold Path Class | primary input to output pin |
| Inserted Diodes | 0 |
| Max VDD drop | between 0.00006 and 0.00007 V |
| CTS Hold Bufs | 0 |
| Worst slew pin tran | ~0.64 ns |
| Yosys warnings | 1 |
| Final ANT Viol Nets | 0 |
| Vias per std cell | 5.379 |
| Stage-log warning count | 52 |
| Seq_cells | 0 |
| Vias in the first global route | between 2000 and 3000 |
| Gr ovfl total | 0 |
| Synth cell types | 78 |
| Port Buffers | 24 |
| Post-CTS resize count | 0 |
| Post-synthesis cell count | 393 |
| Die width | approximately 120 um |
| PwrDens | 132.5 nW/um2 |
| Total power | 0.4370 mW |
| Critical path launch point type | primary input |
| Die Y | 118 um |
| Slowest-stage cell, CP | clkdlybuf4s50_1 |
| WS Path Type | primary input to output pin |
| Required time of the critical path | 6.24 ns |
| DIE AREA | 13920 um2 |
| Setup bufs post-CTS | 0 |
| Vias | between 2000 and 3000 |
| Total GRT Usage | 0.1175 |
| Layout clock buffers | 0 |
| Worst path arrival time | 5.96 ns |
| First-pass GRT wire length | 14140 um |
| RSZ-0062 raised after global routing | no |
| Starting DRC count in detailed routing | 240 |
| IO Pins | 24 |
| CP max stage delay | 0.62 ns |
| Max-cap violations | 0 |
| # DRC | 0 |
| Core area | 9284 um2 |
| Crit-path cells | clkdlybuf4s50_1 > mux2_2 > mux2i_1 > o22ai_1 > ha_1 > buf_4 > or3_1 > nor2_1 > nand3_1 > and4_1 > a2111o_1 > o211ai_2 > or2_2 > a211oi_2 > a211oi_2 > clkdlybuf4s50_1 |
| Hpwl dp | 6991 um |
| Crit. End Element | output pin |
| Largest net degree at the start of global routing | 20 |
| Post-layout period usage | 0.9635 |
| Hold Vio Cnt, Final | 0 |
| Pre-Place Util | 0.3015 |
| Final WL | 8402 um |
| Area delta synth->final | 17.79% |
| Final Slew Violations | 0 |
| P_leak | roughly 1.4 nW |
| Avg Inst Size Synth | 7.122 um2 |
| # setup viols final | 0 |
| Share of cells above drive strength 1 | 0.1381 |
| Seq. cell area | 0 um2 |
| Setup tns final | 0 ns |
| Hold path depth | 4 |
| # Cells Yosys | 393 |
| Tmin final | 7.515 ns |
| Area reported by Yosys stat | 2799 um2 |
| Slew margin rel. | 0.5714 |
-- cells by family (layout without fill, tap and decap cells) --
family	Yosys count	after routing	synth area share
buffers and inverters	56	83	0.08046
AND-OR/OR-AND	150	150	0.4104
adder cells (fa/ha/maj)	37	37	0.1734
AND/OR/NAND/NOR	124	124	0.2351
XOR/XNOR	11	11	0.04113
multiplexers	15	15	0.05945
-- cells in the final DEF, fill, tap and decap left out, drive strengths merged, types with 3 or more instances in the layout --
master,Yosys,routed
a21oi,28,28
a221oi,3,3
o31ai,4,4
xnor2,7,7
a22o,3,3
a31oi,4,4
nor3b,5,5
nor2b,11,11
o21ai,35,35
mux2i,8,8
xor2,4,4
mux2,7,7
nand2,36,36
inv,37,37
a21o,6,6
and3,3,3
fa,3,3
a211o,4,4
a2111oi,4,4
o211ai,8,8
o32ai,3,3
o21a,9,9
ha,34,34
a211oi,9,9
buf,7,22
nand2b,15,15
a32oi,3,3
or2,5,5
and2,5,5
o21bai,5,5
nand3,10,10
or3,5,5
nor2,12,12
nor3,9,9
o31a,3,3
clkdlybuf4s50,0,24
-- per-layer routing --
metal,share of wire,up-vias,GRT usage,wire length (um)
met1,0.50,1342,0.1725,4168
met2,0.44,102,0.1825,3659
li1,-,1499,-,-
met5,0,-,0,0
met4,0.015,0,0.02009,129
met3,0.053,10,0.01167,445
-- where the power goes --
| group | internal [mW] | switching (mW) |
|---|---|---|
| clock | 0 | 0 |
| sequential | 0 | 0 |
| combinational | 0.201 | 0.236 |
| total | 0.201 | 0.236 |
-- worst paths after layout --
path              start  endpoint  slack, ns
setup / recovery   B[4]      C[2]       0.28
hold / removal     B[7]      C[7]       4.12
-- synth_stat cells (3+ instances only) --
cell type	instances	area share
inv_1	36	0.048
nand2_1	35	0.047
ha_1	34	0.15
o21ai_0	31	0.055
a21oi_1	27	0.048
nand2b_1	15	0.034
clkbuf_1	12	0.016
nor2_1	12	0.016
nor2b_1	11	0.025
nand3_1	10	0.018
nor3_1	9	0.016
o21a_1	9	0.024
mux2i_1	8	0.029
a211oi_1	7	0.019
o211ai_1	7	0.019
a21o_1	6	0.016
buf_2	6	0.011
xnor2_1	6	0.019
nor3b_1	5	0.013
or2_2	5	0.011
or3_1	5	0.011
a211o_1	4	0.013
a31oi_1	4	0.0089
and2_1	4	0.0089
mux2_2	4	0.016
o21ai_1	4	0.0072
o21bai_1	4	0.011
o31ai_1	4	0.011
xor2_1	4	0.013
fa_1	3	0.021
o31a_1	3	0.0094
-- through the flow --
step / hold WS, ns / std cells / util / area (um2) / setup WS [ns]
final: 4.122 / 549 / 0.3551 / 3297 / 0.2845
after floorplan: 3.174 / 393 / - / 2799 / 1.468
after detailed placement: 4.133 / 549 / 0.3532 / 3279 / 0.1303
after global placement: 4.115 / 549 / 0.3532 / 3279 / 0.2028
after global routing: 4.174 / 549 / 0.3551 / 3297 / 0.003746
after CTS: 4.138 / 549 / 0.3532 / 3279 / 0.1152
-- worst max-delay path, delay by kind of cell --
kind | cells | cell delay (ns)
AND-OR/OR-AND | 5 | 1.00
multiplexers | 2 | 0.64
adder cells (fa/ha/maj) | 1 | 0.38
AND/OR/NAND/NOR | 5 | 1.07
buffers and inverters | 3 | 1.30
-- final cells by class --
cell class         count  area (um2)
repair buffers        46       405.4
well taps            129       161.4
multi-input cells    337        2591
inverters             37       138.9
fillers             1017        5987
Power is estimated from default activity; no workload was simulated.
